--- constraint.sdc ---
current_design fir_siso

set clk_period 23.3
set clk_io_pct 0.2

create_clock -name clk0 -period $clk_period [get_ports {clk}]

set non_clock_inputs [all_inputs -no_clocks]
set_input_delay [expr $clk_period * $clk_io_pct] -clock clk0 $non_clock_inputs
set_output_delay [expr $clk_period * $clk_io_pct] -clock clk0 [all_outputs]
--- run.sh ---
#!/bin/bash
# OpenROAD 26Q1-2900-gdf79404cd8, Yosys 0.63+post, stock flow scripts
make -C /OpenROAD-flow-scripts/flow DESIGN_CONFIG=/design/flow/config.mk WORK_HOME=/design/flow/orfs finish
--- design.v ---
module fir_siso (
    input wire clk,
    input wire rst_n,
    input wire signed [15:0] din,
    output reg signed [31:0] dout
);
    localparam signed [15:0] H0 = -347;
    localparam signed [15:0] H1 = 1078;
    localparam signed [15:0] H2 = 1011;
    localparam signed [15:0] H3 = -6129;
    localparam signed [15:0] H4 = -917;
    localparam signed [15:0] H5 = 20673;
    localparam signed [15:0] H6 = 23424;
    localparam signed [15:0] H7 = 7549;
    wire signed [31:0] mult[0:7];
    reg signed [31:0] acc[0:6];
    assign mult[0] = din * H0;
    assign mult[1] = din * H1;
    assign mult[2] = din * H2;
    assign mult[3] = din * H3;
    assign mult[4] = din * H4;
    assign mult[5] = din * H5;
    assign mult[6] = din * H6;
    assign mult[7] = din * H7;
    always @(posedge clk or negedge rst_n) begin
        if (!rst_n) begin
            acc[0] <= 32'd0;
            acc[1] <= 32'd0;
            acc[2] <= 32'd0;
            acc[3] <= 32'd0;
            acc[4] <= 32'd0;
            acc[5] <= 32'd0;
            acc[6] <= 32'd0;
            dout   <= 32'd0;
        end else begin
            acc[0] <= mult[7];
            acc[1] <= mult[6] + acc[0];
            acc[2] <= mult[5] + acc[1];
            acc[3] <= mult[4] + acc[2];
            acc[4] <= mult[3] + acc[3];
            acc[5] <= mult[2] + acc[4];
            acc[6] <= mult[1] + acc[5];
            dout   <= mult[0] + acc[6];
        end
    end
endmodule
--- config.mk ---
export PLATFORM = sky130hd
export DESIGN_NAME = fir_siso
export DESIGN_NICKNAME = fir_siso
export VERILOG_FILES = /design/flow/design.v
export SDC_FILE = /design/flow/constraint.sdc
export NUM_CORES = 4
export LEC_CHECK = 1
export CORE_UTILIZATION = 40
==> deck_impl_summary.md <==
Flow Results at a Glance

Clock network
  – CTS buffer count: 36
  – Postcts setup bufs: 0
  – Post-cts hold buffer count: 0
  – Root Driver: clkbuf_16
  – CTS Sinks: 254
  – CTS tree: done
  – CTS resizes: 0
  – Clock Tree Buf Depth: 3
  – Max H-tree Level: 2
  – Clock transition at path regs: 60 ps
  – Clk latency of the worst-skew pair: 580 ps

Job
  – OpenROAD warning count: 94
  – Max_cap viols: 0

Synthesis
  – Post-synth top area cell: ha_1
  – Adder share: 0.465
  – Ys Warns: 2
  – Synth flops: 254
  – Area fraction in mux cells: 0.00215
  – And+or+nand+nor area frac: 0.0825
  – Main flop type: dfrtp_1
  – Aoi share: 0.138
  – Library cells used by synthesis: 77
  – YS chip area: 0.0425 sq mm
  – Async SR Flop Fraction: 1.00
  – Yosys Instances: 4,493
  – XOR/XNOR share of the synthesized area: 0.0815
  – Area share, top type: 0.234
  – Register share after synthesis: 0.150
  – Synth Instances: 4,493
  – Synth logic family: adder cells
  – Netlist Area Pre-Place: 0.0425 sq mm
  – Number of enable flip-flop cells: 0
  – Top cells, area: ha_1, fa_1, dfrtp_1, inv_1, xnor2_1
  – Avg Cell Area, Syn: 9.46 sq um

Critical path
  – R2r endpoint: acc[2][31]
  – Kind of critical path: in -> reg
  – Arr. time, crit path: 12,800 ps
  – Startpoint Class: input port
  – Crit-path slowest cell: fa_1
  – Reg2Reg Depth: 17
  – Peak per-stage delay on the critical path: 550 ps
  – Critical path peak fanout: 20
  – Crit path top cell by count: ha_1
  – CP required: 23,800 ps
  – Worst r2r src: acc[1][10]
  – CP endpoint kind: register
  – Worst reg-to-reg setup slack: 18,670 ps

Placed design
  – Detailed Place HPWL: 104,000 microns
  – Dpl cell area: 0.0449 sq mm
  – PortBufs: 49
  – Placer congestion estimate: 1.04
  – Pre-CTS WS: 10,350 ps

Finish
  – Share of cells above drive strength 1: 0.0322
  – Design Area, Final: 0.0461 sq mm
  – Syn-to-layout area delta: 8.59%
  – Fillers: 10,000
  – Fin util: 0.438

GRT
  – Met3 Track Usage GR: 0.0854
  – First-pass GRT wire length: 192,000 microns
  – Total grt overflow: 0
  – GRT met1 Usage: 0.350
  – Gr busiest metal: met2
  – Number of global-route vias before repair: 32,400
  – Largest net degree at the start of global routing: 65
  – Initial antenna violation count: 2
  – Met2 Use GR: 0.378
  – Total GRT Usage: 0.248

Worst hold path
  – Min-delay src: acc[0][3]
  – Hold Path Sink: acc[1][3]
  – Hold WC Path Type: reg -> reg
  – Hold Crit Depth: 0

Route
  – First-pass iteration count of the detailed router: 7
  – Vias: 31,000
  – DRT iter0 DRCs: 1,275
  – Routed vias/inst: 5.15
  – Remaining antenna violation count: 0
  – DR WL/cell: 20.4 microns
  – Routed WL: 123,000 microns
  – DRC: 0

Timing
  – Slew headroom: 0.349
  – F_max: 81.3 MHz
  – Min Tclk post-route: 12,310 ps
  – RSZ-0062 raised after global routing: no
  – Final worst-path cycle share: 0.528
  – Final setup vio count: 0
  – Slew Viols, Final: 0
  – Total negative slack for setup checks: 0 ps
  – Final Hold Viols: 0
  – Max Clock Skew: 23.8 ps
  – Worst Slack Setup Final: 10,990 ps
  – Slew at the pin closest to its max-slew limit: 952 ps

Floorplanning
  – Core region area: 0.105 sq mm
  – Die X: 328 microns
  – Chip area: 0.108 sq mm
  – Cell Rows: 119
  – Chip Height: 328 microns
  – Starting density of the core: 0.404
  – Ports: 50

Outcome
  – Outcome: complete, no violations
==> worst max-delay path: cells and delay by family <==
kind / cells / cell delay (ps)
adder cells (fa/ha/maj): 8 / 2910
AND-OR/OR-AND: 10 / 2430
buffers and inverters: 6 / 1710
AND/OR/NAND/NOR: 6 / 760
XOR/XNOR: 2 / 290
==> synthesized netlist by cell type (25+ instances only) <==
cell type    n
nor2_1     222
and3_1      34
a21oi_1    282
a21o_1     140
nor3_1      66
xor2_1     103
a211oi_1    33
nand3_1     52
fa_1       492
xnor2_1    290
o21ai_1     29
nand2b_1    44
nor2b_1     39
nand2_1    154
o21bai_1    44
o21ai_0    132
dfrtp_1    254
a31oi_1     28
o21a_1      56
nand4_1     25
inv_1      889
ha_1       793
==> kinds of logic after synthesis <==
logic type	after synthesis
AND/OR/NAND/NOR	728
adder cells (fa/ha/maj)	1285
flip-flops	254
multiplexers	9
AND-OR/OR-AND	908
buffers and inverters	915
XOR/XNOR	394
==> area by class of cell <==
cell class / count / area (sq um) / share of cell area
Antenna cell: 1 / 2.50 / 0.0000542
Clock buffer: 52 / 1030 / 0.0223
Clock inverter: 13 / 170 / 0.00369
Inverter: 891 / 3340 / 0.0725
Multi-Input combinational cell: 3324 / 32700 / 0.709
Sequential cell: 254 / 6360 / 0.138
Tap cell: 1391 / 1740 / 0.0377
Timing Repair Buffer: 91 / 796 / 0.0172
==> metrics by stage <==
step	hold slack, ps	std cells
floorplan	331	4493
global placement	331	5950
detailed placement	335	5951
CTS	340	6016
global route	352	6016
finish	339	6017
==> placed cells by master, fill, tap and decap left out, types with 21 or more instances in the layout <==
master	n
o21ai_1	29
o21bai_1	44
xnor2_1	290
o21ai_0	132
inv_1	889
or2_2	22
nor2b_1	39
a21o_1	140
a21oi_1	282
buf_4	41
fa_1	492
nand2_1	154
and2_1	21
nor3_1	66
nand4_1	25
a211oi_1	33
clkdlybuf4s50_1	43
ha_1	793
and3_1	34
nand2b_1	44
dfrtp_1	254
nor2_1	222
xor2_1	103
nand3_1	52
clkbuf_16	36
o21a_1	56
a31oi_1	28
==> state kept, by name, indices dropped and copies added, names as in the netlist <==
signal / count
acc: 222
dout: 32
==> routing by layer <==
metal	wire length, microns	vias to the layer above
met5	0	-
met4	3850	0
met3	10800	163
met2	54400	773
met1	53900	14900
li1	-	15200
==> worst max path at each step <==
stage,to,startpoint,slack (ps),depth (start not counted)
6_report,acc[4][31],din[9],10990,32
5_1_grt,acc[4][31],din[9],10380,32
4_1_cts,acc[4][31],din[9],10960,32
