**run.sh**
```bash
#!/bin/bash
# OpenROAD 26Q1-2900-gdf79404cd8, Yosys 0.63+post, stock flow scripts
make -C /OpenROAD-flow-scripts/flow DESIGN_CONFIG=/design/flow/config.mk WORK_HOME=/design/flow/orfs finish
```
**config.mk**
```make
export PLATFORM = sky130hd
export DESIGN_NAME = fir_parallel
export DESIGN_NICKNAME = fir_parallel
export VERILOG_FILES = /design/flow/design.v
export SDC_FILE = /design/flow/constraint.sdc
export NUM_CORES = 4
export LEC_CHECK = 1
export CORE_UTILIZATION = 40
```
**constraint.sdc**
```tcl
current_design fir_parallel

set clk_period 15.5
set clk_io_pct 0.2

create_clock -name clk0 -period $clk_period [get_ports {clk}]

set non_clock_inputs [all_inputs -no_clocks]
set_input_delay [expr $clk_period * $clk_io_pct] -clock clk0 $non_clock_inputs
set_output_delay [expr $clk_period * $clk_io_pct] -clock clk0 [all_outputs]
```
**design.v**
```verilog
module fir_parallel (
    input wire clk,
    input wire rst_n,
    input wire signed [15:0] din0,
    input wire signed [15:0] din1,
    input wire signed [15:0] din2,
    input wire signed [15:0] din3,
    input wire signed [15:0] din4,
    input wire signed [15:0] din5,
    output reg signed [31:0] dout0,
    output reg signed [31:0] dout1,
    output reg signed [31:0] dout2,
    output reg signed [31:0] dout3,
    output reg signed [31:0] dout4,
    output reg signed [31:0] dout5
);
    localparam signed [15:0] H0 = -347;
    localparam signed [15:0] H1 = 1078;
    localparam signed [15:0] H2 = 1011;
    localparam signed [15:0] H3 = -6129;
    localparam signed [15:0] H4 = -917;
    localparam signed [15:0] H5 = 20673;
    localparam signed [15:0] H6 = 23424;
    localparam signed [15:0] H7 = 7549;
    reg signed [15:0] prev_din [0:5];    
    reg signed [15:0] prev2_din [0:5];   
    always @(posedge clk or negedge rst_n) begin
        if (!rst_n) begin
            prev_din[0] <= 0; prev_din[1] <= 0; prev_din[2] <= 0;
            prev_din[3] <= 0; prev_din[4] <= 0; prev_din[5] <= 0;
            prev2_din[0] <= 0; prev2_din[1] <= 0; prev2_din[2] <= 0;
            prev2_din[3] <= 0; prev2_din[4] <= 0; prev2_din[5] <= 0;
            dout0 <= 0; dout1 <= 0; dout2 <= 0;
            dout3 <= 0; dout4 <= 0; dout5 <= 0;
        end else begin
            prev_din[0] <= din0; prev_din[1] <= din1; prev_din[2] <= din2;
            prev_din[3] <= din3; prev_din[4] <= din4; prev_din[5] <= din5;
            prev2_din[0] <= prev_din[0]; prev2_din[1] <= prev_din[1]; prev2_din[2] <= prev_din[2];
            prev2_din[3] <= prev_din[3]; prev2_din[4] <= prev_din[4]; prev2_din[5] <= prev_din[5];
            dout0 <= (din0 * H0) + (prev_din[5] * H1) + (prev_din[4] * H2) + (prev_din[3] * H3) +
                     (prev_din[2] * H4) + (prev_din[1] * H5) + (prev_din[0] * H6) + (prev2_din[5] * H7);
            dout1 <= (din1 * H0) + (din0 * H1) + (prev_din[5] * H2) + (prev_din[4] * H3) +
                     (prev_din[3] * H4) + (prev_din[2] * H5) + (prev_din[1] * H6) + (prev_din[0] * H7);
            dout2 <= (din2 * H0) + (din1 * H1) + (din0 * H2) + (prev_din[5] * H3) +
                     (prev_din[4] * H4) + (prev_din[3] * H5) + (prev_din[2] * H6) + (prev_din[1] * H7);
            dout3 <= (din3 * H0) + (din2 * H1) + (din1 * H2) + (din0 * H3) +
                     (prev_din[5] * H4) + (prev_din[4] * H5) + (prev_din[3] * H6) + (prev_din[2] * H7);
            dout4 <= (din4 * H0) + (din3 * H1) + (din2 * H2) + (din1 * H3) +
                     (din0 * H4) + (prev_din[5] * H5) + (prev_din[4] * H6) + (prev_din[3] * H7);
            dout5 <= (din5 * H0) + (din4 * H1) + (din3 * H2) + (din2 * H3) +
                     (din1 * H4) + (din0 * H5) + (prev_din[5] * H6) + (prev_din[4] * H7);
        end
    end
endmodule
```
==> job_summary.md <==
## Implementation flow summary

| Metric | Value |
|---|---|
| Final cycle utilization of the critical path | `98.12%` |
| Cell area after synthesis | `200000 µm²` |
| Post-synth tally of flip-flops with integrated enable | `0` |
| Slew margin rel. | `8.643%` |
| Die X-Extent | `709.0 µm` |
| Weighted congestion reported at the end of routability-driven placement | `1.159` |
| Instance count of the mapped netlist | `19287` |
| Worst Path Required | `16.29 ns` |
| Most frequent logic cells in the routed design | `inv_1, fa_1, ha_1, buf_4, xnor2_1` |
| Crit-path most repeated cell | `inv_1` |
| Crit path kind | `input port to register` |
| Critical Path Fanout Max | `4` |
| Clock insertion delay at the later pin of the skew report | `0.91 ns` |
| Number of register bits inferred by synthesis | `304` |
| Result of the run | `finished, final reports clean` |
| Count of endpoints failing setup in the final report | `0` |
| Slew @ Worst Pin | `1.361 ns` |
| Biggest area contributors in the synthesized netlist | `fa_1, ha_1, inv_1, dfrtp_1, xnor2_1` |
| Hold crit path type | `register to register` |
| Crit path DAT | `16.00 ns` |
| Routed len/inst | `41.61 µm` |
| Post-route ant nets | `0` |
| CTS Buf Count | `60` |
| Most area-hungry cell type in the Yosys netlist | `fa_1` |
| Final non-filler cell total | `27794` |
| FFs w/ async S/R, synth | `100.0%` |
| Number of port buffers | `289` |
| Total global routing track utilization | `50.54%` |
| DRT Wirelength | `1156 mm` |
| Peak Freq | `65.75 MHz` |
| Synthesized chip area reported by yosys | `200000 µm²` |
| Starting density of the core | `40.17%` |
| Bufs on Longest Clock Path | `3` |
| I/O pins | `290` |
| Placed Cells incl. Taps | `27585` |
| Maximum single-stage delay on the critical path | `0.63 ns` |
| TritonCTS sink count | `304` |
| Total of max-cap violations | `0` |
| Via count | `138703` |
| Portion of synthesized cell area occupied by the leading cell type | `50.32%` |
| Maximum number of pins on one net before global-route repair | `74` |
| Warning total across the stage logs | `514` |
| Layout Area Growth over Synthesis | `12.32%` |
| Critical Path Source Type | `input port` |
| First-pass GRT wire length | `1502 mm` |
| GRT Residual Overflow | `0` |
| Initial antenna violation count | `126` |
| Die height | `709.0 µm` |
| Per-instance average area after synthesis | `10.37 µm²` |
| CP max-delay cell | `o31ai_4` |
| Area of the core | `497800 µm²` |
| Max-slew violations | `0` |
| H-tree lvl count | `2` |
| Tally of unique sky130hd cells used after synthesis | `84` |
| Final instance area | `224600 µm²` |
| Sequential cell area fraction in the yosys report | `3.804%` |
| Final HPWL from detailed placement | `1048 mm` |
| Unrepaired setup endpoints after global routing | `no` |
| Cell at the root of the clock tree | `clkbuf_16` |
| Via density | `4.990` |
| Number of core rows | `259` |
| Most common cell after layout, fill and taps aside | `inv_1` |
| Vias in the first global route | `151023` |
| Initial detailed-routing violation count | `8268` |
| Minimum period implied by the final worst setup slack | `15.21 ns` |
| Fin. Hold Viols | `0` |
| Area after detailed placement | `222200 µm²` |
| Register clock-pin slew on the reported worst setup and hold paths | `0.06 ns` |
| Yosys warning tally | `3` |
| Post-synthesis cell count from yosys | `19287` |
| DR pass1 iterations | `28` |
| Setup slack at placement | `-0.9977 ns` |
| TritonCTS clock tree | `built` |
| Final design utilization | `45.12%` |
| Top flip-flop cell by instance count after synthesis | `dfrtp_1` |
| Endpoint type of the worst setup path | `register` |
| Fraction of final layout cells with drive strength greater than 1 | `7.935%` |
| Die footprint | `502700 µm²` |
| Worst setup slack after layout | `0.2918 ns` |
| Final clock skew | `0.07809 ns` |
| DRC violations left | `0` |
| Number of hold buffers added after CTS | `0` |
cell usage after synthesis, types with 38 or more instances:
cell and count:
nand2_1 164, nand2b_1 53, nor2_1 282, o21bai_1 61, a21oi_1 317, nand3_1 54, a21o_1 140, nor3_1 80
a31oi_1 40, ha_1 3592, xor2_1 196, inv_1 7639, dfrtp_1 304, xnor2_1 556, mux2_2 38, fa_1 5026
o21ai_0 161, o21a_1 68
sequential cells by signal, indices dropped and copies added, names as in the netlist:
| name | count |
|---|---|
| dout3 | 32 |
| dout4 | 32 |
| dout2 | 32 |
| dout1 | 32 |
| prev_din | 96 |
| prev2_din | 16 |
| dout0 | 32 |
| dout5 | 32 |
cell families after synthesis:
| family | Yosys count | share of synthesized area, % |
|---|---|---|
| and+or+nand+nor | 841 | 2.017 |
| AOI/OAI and AO/OA | 1040 | 3.388 |
| muxes | 52 | 0.2841 |
| xor gates and xnor gates | 752 | 3.294 |
| buffers and inverters | 7680 | 14.42 |
| DFF | 304 | 3.804 |
| adders and majority gates | 8618 | 72.80 |
metal layers:
metal	track usage, %	share of wire (%)
met5	9.507	0.52
met1	63.23	35
met2	63.18	39
met4	30.07	8.2
met3	36.10	17
final cells by class:
cell class | count | area, µm²
Fill cell | 47881 | 273200
Multi-Input combinational cell | 11303 | 163700
Inverter | 7641 | 28680
Timing Repair Buffer | 1684 | 14000
Tap cell | 6655 | 8327
Sequential cell | 304 | 7634
Clock buffer | 73 | 1590
Clock inverter | 41 | 456.7
Antenna cell | 93 | 232.7
critical path, delay by kind of cell:
kind | cells | cell delay [ns]
AOI/OAI and AO/OA | 6 | 1.84
xor gates and xnor gates | 2 | 0.31
adders and majority gates | 17 | 7.25
buffers and inverters | 20 | 2.50
and+or+nand+nor | 5 | 1.00
worst paths after layout:
| kind | to | from | slack [ns] | cells after the start |
|---|---|---|---|---|
| max | dout3[26] | din2[3] | 0.29 | 50 |
| min | prev2_din[5][1] | prev_din[5][1] | 0.88 | 1 |
| max reg2reg | dout0[29] | prev_din[5][1] | 1.03 | 43 |
| min reg2reg | prev2_din[5][1] | prev_din[5][1] | 0.88 | 1 |
| max in group asynchronous | prev_din[4][0] | rst_n | 9.54 | 6 |
| min in group asynchronous | dout0[30] | rst_n | 2.12 | 1 |
per-stage QoR:
step,TNS (ns),hold WS [ns]
floorplan,0,0.5423
global placement,-13.37,0.8991
detailed placement,-11.21,0.8770
CTS,0,0.8902
global route,0,0.8692
finish,0,0.8804
repair_timing:
item,in CTS,in global routing
buffers inserted,0,2
pin swaps,0,5
endpoints found under the setup margin,3,15
gates resized,1,11
